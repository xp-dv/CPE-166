File: flow/run.sh
#!/bin/bash
# OpenROAD 26Q1-2900-gdf79404cd8, Yosys 0.63+post, stock flow scripts
make -C /OpenROAD-flow-scripts/flow DESIGN_CONFIG=/design/flow/config.mk WORK_HOME=/design/flow/orfs finish
File: flow/config.mk
export PLATFORM = sky130hd
export DESIGN_NAME = bin12_7seg3_decoder_anode
export DESIGN_NICKNAME = bin12_7seg3_decoder_anode
export VERILOG_FILES = /design/flow/design.v
export SDC_FILE = /design/flow/constraint.sdc
export NUM_CORES = 4
export LEC_CHECK = 1
export CORE_UTILIZATION = 30
export SYNTH_HDL_FRONTEND = slang
File: flow/constraint.sdc
current_design bin12_7seg3_decoder_anode

set clk_period 18.8
set clk_io_pct 0.2

create_clock -name clk0 -period $clk_period

set non_clock_inputs [all_inputs -no_clocks]
set_input_delay [expr $clk_period * $clk_io_pct] -clock clk0 $non_clock_inputs
set_output_delay [expr $clk_period * $clk_io_pct] -clock clk0 [all_outputs]
File: flow/design.v
package traffic_signal_colors_pkg;
  typedef enum logic [1:0] {FLASHING, RED, YELLOW, GREEN} color_e;
endpackage
module bin12_7seg3_decoder_anode(
  input [11:0] bin,  
  output reg [7:0] disp0,
  output reg [7:0] disp1,
  output reg [7:0] disp2,
  output reg [7:0] disp3
);
reg dp = 1'b0;  
reg [15:0] bcd;  
function [7:0] hex_7seg_decoder_anode;
  input d;  
  input [3:0] hex;  
  case (hex)
    4'b0000: hex_7seg_decoder_anode = {~d, 7'b1000000};  
    4'b0001: hex_7seg_decoder_anode = {~d, 7'b1111001};  
    4'b0010: hex_7seg_decoder_anode = {~d, 7'b0100100};  
    4'b0011: hex_7seg_decoder_anode = {~d, 7'b0110000};  
    4'b0100: hex_7seg_decoder_anode = {~d, 7'b0011001};  
    4'b0101: hex_7seg_decoder_anode = {~d, 7'b0010010};  
    4'b0110: hex_7seg_decoder_anode = {~d, 7'b0000010};  
    4'b0111: hex_7seg_decoder_anode = {~d, 7'b1111000};  
    4'b1000: hex_7seg_decoder_anode = {~d, 7'b0000000};  
    4'b1001: hex_7seg_decoder_anode = {~d, 7'b0010000};  
    4'b1010: hex_7seg_decoder_anode = {~d, 7'b0001000};  
    4'b1011: hex_7seg_decoder_anode = {~d, 7'b0000011};  
    4'b1100: hex_7seg_decoder_anode = {~d, 7'b1000110};  
    4'b1101: hex_7seg_decoder_anode = {~d, 7'b0100001};  
    4'b1110: hex_7seg_decoder_anode = {~d, 7'b0000110};  
    4'b1111: hex_7seg_decoder_anode = {~d, 7'b0001110};  
    default: hex_7seg_decoder_anode = 8'b11111111;        
  endcase
endfunction
integer i;
always @(bin or dp) begin
  bcd = 0;
  for (i = 0; i < 12; i = i + 1) begin  
    if (bcd[3:0] >= 5) bcd[3:0] = bcd[3:0] + 2'b11;
    if (bcd[7:4] >= 5) bcd[7:4] = bcd[7:4] + 2'b11;
    if (bcd[11:8] >= 5) bcd[11:8] = bcd[11:8] + 2'b11;
    if (bcd[15:12] >= 5) bcd[15:12] = bcd[15:12] + 2'b11;
    bcd = {bcd[14:0], bin[11 - i]};
  end
  disp0 = hex_7seg_decoder_anode(dp, bcd[3:0]);
  disp1 = hex_7seg_decoder_anode(dp, bcd[7:4]);
  disp2 = hex_7seg_decoder_anode(dp, bcd[11:8]);
  disp3 = hex_7seg_decoder_anode(dp, bcd[15:12]);
end
endmodule
==> summary.txt <==
total placed cells including tap cells: 686
Top area cell types: sky130_fd_sc_hd__ha_1 5.1%, sky130_fd_sc_hd__nand2_1 4.8%, sky130_fd_sc_hd__a21oi_1 4.6%
Tmin final: 17260 ps
number of logged tool warnings: 37
number of optimization iterations in the first detailed-route pass: 4
Total Negative Setup Slacks: 0 ps
number of distinct standard cells referenced by the synthesized netlist: 101
chip area line of the yosys report: 0.00367 mm²
Setup crit start: bin[10]
post-CTS setup buffers: 0
via count of the first global-routing pass: 3557
vias per cell: 5.85
overall via count from detail_route: 4015
clock buf count: 0
share of post-route cells with drive strength above 1: 0.121
Placer Congestion: 0.890
critical path peak fanout: 11
Wirelength per Cell: 13.0 µm
Post-synth seq share: 0
cell accounting for the most synthesized area: sky130_fd_sc_hd__ha_1
area of the placeable core: 0.0120 mm²
Congestion Overflow GR: 0
unrepaired setup endpoints after global routing: no
Diodes inserted: 0
category of the most critical setup path: input pin to output pin
post-synth design cell area: 0.00367 mm²
area share of the largest cell type after synthesis: 0.0512
Post-Syn Area per Cell: 7.05 µm²
post-route ant nets: 0
number of instances resized during post-cts repair: 0
initial antenna violation count: 0
first-pass GRT wire length: 15800 µm
number of cells on the worst hold path: 4
floorplan row count: 40
Synth Warn #: 0
cell repeated most along the worst path: sky130_fd_sc_hd__ha_1
die outline area: 0.0127 mm²
reported max-cap violation count: 0
CP endpoint kind: output pin
FP Util: 0.306
flop count: 0
Starting DRT DRC Count: 421
Fmax: 58.0 MHz
cell with the largest stage delay on the worst path: sky130_fd_sc_hd__xnor2_1
final standard cell count with taps included and fillers excluded: 686
HPWL after DPL: 6940 µm
max-slew violation count: 0
startpoint of the most critical hold path: bin[0]
number of remaining DRC errors: 0
endpoint required time on the critical path: 15040 ps
pin count of the biggest net entering global routing: 18
number of buffers inserted by hold repair at cts: 0
status: completed
total placed instance area: 0.00415 mm²
peak per-stage delay on the critical path: 680 ps
Slew Limit Headroom: 0.436
measured slew at the worst slew-check pin: 840 ps
Layout Cell Area excl Fill: 0.00415 mm²
die boundary height: 113 µm
Area Growth Syn to Fin: 13.1%
buffer and inverter count on the worst path: 7
Setup Viol. Count Final: 0
Worst Hold Endpoint: disp0[4]
Post-Route WL: 8930 µm
fin crit share: 0.918
worst path arrival time: 13500 ps
gate count of the mapped netlist: 520
sequential cell area: 0 µm²
All-Layer GR Usage: 0.143
CP delay by family, top: AND-OR/OR-AND gates
die width: 113 µm
Tightest Hold Check Type: input pin to output pin
number of cell instances after yosys synthesis: 520
count of endpoints failing hold in the final timing report: 0
I/O pin cnt: 44
Setup crit start kind: input pin
total of buffers placed on input and output ports: 40
stage by stage:
step,hold slack [ps],util,setup slack (ps)
after global routing,8870,0.347,628
after CTS,8780,0.347,1560
after detailed placement,8770,0.347,1600
after floorplan,7640,-,3760
final,8780,0.347,1540
after global placement,8750,0.347,1840
logic make-up (layout without fill, tap and decap cells):
kind of cell    Yosys count  after routing  synth area share
mux                      28             28            0.0874
compound gates          205            205             0.439
buf+inv                  56             72            0.0659
fa+ha+maj                19             19            0.0625
other cells               1              4           0.00102
xor+xnor                 24             24            0.0734
simple gates            187            187             0.271
how the worst max path moves through the flow:
stage | to | depth (start not counted)
CTS | disp2[6] | 44
global route | disp2[6] | 44
finish | disp2[6] | 44
cell type report:
| class | count | area [µm²] |
|---|---|---|
| fillers | 1198 | 7810 |
| inverters | 30 | 113 |
| repair buffers | 42 | 415 |
| well taps | 147 | 184 |
| multi-input cells | 467 | 3440 |
synth_stat cells (4+ instances only):
master                     instances
sky130_fd_sc_hd__xnor2_1          14
sky130_fd_sc_hd__nor4_1            7
sky130_fd_sc_hd__o221ai_1          5
sky130_fd_sc_hd__nor2_1           36
sky130_fd_sc_hd__nand4_1           8
sky130_fd_sc_hd__and2_1            9
sky130_fd_sc_hd__a21oi_1          34
sky130_fd_sc_hd__nor3_1           13
sky130_fd_sc_hd__nand2_1          47
sky130_fd_sc_hd__o311ai_0          5
sky130_fd_sc_hd__a21oi_2           4
sky130_fd_sc_hd__a22oi_1           7
sky130_fd_sc_hd__a211oi_1         13
sky130_fd_sc_hd__o21a_1            5
sky130_fd_sc_hd__o22ai_1           6
sky130_fd_sc_hd__a211o_1           6
sky130_fd_sc_hd__o211ai_1          9
sky130_fd_sc_hd__buf_4             7
sky130_fd_sc_hd__o21bai_1          6
sky130_fd_sc_hd__clkbuf_1         12
sky130_fd_sc_hd__and3_1            7
sky130_fd_sc_hd__mux2_2            9
sky130_fd_sc_hd__xnor2_2           5
sky130_fd_sc_hd__a31oi_1           6
sky130_fd_sc_hd__o21ai_0          24
sky130_fd_sc_hd__ha_1             15
sky130_fd_sc_hd__o21ai_1           7
sky130_fd_sc_hd__inv_1            26
sky130_fd_sc_hd__buf_2             4
sky130_fd_sc_hd__nand3_1          22
sky130_fd_sc_hd__nand2b_1         11
sky130_fd_sc_hd__mux2i_1          14
sky130_fd_sc_hd__a21o_1            6
placed cells by master (no fill, tap or decap), types with 5 or more instances in the layout:
cell type and instances:
sky130_fd_sc_hd__nand2_1 47, sky130_fd_sc_hd__clkdlybuf4s50_1 40, sky130_fd_sc_hd__nor2_1 36, sky130_fd_sc_hd__a21oi_1 34, sky130_fd_sc_hd__inv_1 26, sky130_fd_sc_hd__o21ai_0 24
sky130_fd_sc_hd__nand3_1 22, sky130_fd_sc_hd__ha_1 15, sky130_fd_sc_hd__mux2i_1 14, sky130_fd_sc_hd__xnor2_1 14, sky130_fd_sc_hd__nor3_1 13, sky130_fd_sc_hd__a211oi_1 13
sky130_fd_sc_hd__nand2b_1 11, sky130_fd_sc_hd__mux2_2 9, sky130_fd_sc_hd__and2_1 9, sky130_fd_sc_hd__o211ai_1 9, sky130_fd_sc_hd__nand4_1 8, sky130_fd_sc_hd__and3_1 7
sky130_fd_sc_hd__a22oi_1 7, sky130_fd_sc_hd__nor4_1 7, sky130_fd_sc_hd__o21ai_1 7, sky130_fd_sc_hd__a31oi_1 6, sky130_fd_sc_hd__a21o_1 6, sky130_fd_sc_hd__o22ai_1 6
sky130_fd_sc_hd__a211o_1 6, sky130_fd_sc_hd__o21bai_1 6, sky130_fd_sc_hd__xnor2_2 5, sky130_fd_sc_hd__o21a_1 5, sky130_fd_sc_hd__o311ai_0 5, sky130_fd_sc_hd__o221ai_1 5
routing by layer:
metal,vias up,global-route usage,part of all wire
li1,2063,-,-
met1,1838,0.213,0.51
met2,110,0.242,0.45
met3,4,0.00110,0.037
met4,0,0.00711,0.0028
met5,-,0,0
