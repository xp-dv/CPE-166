### ./config.mk
export PLATFORM = sky130hd
export DESIGN_NAME = traffic_signal_control_system
export DESIGN_NICKNAME = traffic_signal_control_system
export VERILOG_FILES = /design/flow/design.v
export SDC_FILE = /design/flow/constraint.sdc
export NUM_CORES = 4
export LEC_CHECK = 1
export CORE_AREA = 10 10 77 77
export DIE_AREA = 0 0 87 87
export SYNTH_HDL_FRONTEND = slang
### ./constraint.sdc
current_design traffic_signal_control_system

set clk_period 3.0
set clk_io_pct 0.2

create_clock -name clk0 -period $clk_period [get_ports {clk}]

set non_clock_inputs [all_inputs -no_clocks]
set_input_delay [expr $clk_period * $clk_io_pct] -clock clk0 $non_clock_inputs
set_output_delay [expr $clk_period * $clk_io_pct] -clock clk0 [all_outputs]
### ./design.v
package traffic_signal_colors_pkg;
  typedef enum logic [1:0] {FLASHING, RED, YELLOW, GREEN} color_e;
endpackage
module traffic_signal_control_system
  import traffic_signal_colors_pkg::*;
#(
  parameter SIGNAL_DURATION_GREEN = 20,
  parameter SIGNAL_DURATION_YELLOW = 5,
  parameter SIGNAL_DURATION_PED_CROSSING = 25,
  parameter SIGNAL_DURATION_FLASHING = 20
) (
  input logic clk, reset,  
  output color_e signal_sb,  
  output color_e signal_sb_turn,  
  output color_e signal_nb,  
  output color_e signal_nb_turn,  
  output color_e signal_wb,  
  output color_e signal_wb_turn,  
  output color_e signal_eb,  
  output color_e signal_eb_turn,  
  output color_e ped_signal_ns,  
  output color_e ped_signal_ew  
);
logic [7:0] timer = '0;
typedef enum logic [3:0] {
  FLASHING_RED,  
  SB_ALL_G,  
  SB_TURN_Y,  
  NS_THROUGH_G,  
  NB_G_SB_Y,  
  NB_ALL_G,  
  NB_ALL_Y,  
  WB_ALL_G,  
  WB_TURN_Y,  
  EW_THROUGH_G,  
  EB_G_WB_Y,  
  EB_ALL_G,  
  EB_ALL_Y  
} state_e;
state_e cs, ns;  
always_comb begin
  signal_sb = RED;
  signal_sb_turn = RED;
  signal_nb = RED;
  signal_nb_turn = RED;
  signal_wb = RED;
  signal_wb_turn = RED;
  signal_eb = RED;
  signal_eb_turn = RED;
  ped_signal_ns = RED;
  ped_signal_ew = RED;
  case (cs)
    FLASHING_RED: begin
      signal_sb = FLASHING;
      signal_sb_turn = FLASHING;
      signal_nb = FLASHING;
      signal_nb_turn = FLASHING;
      signal_wb = FLASHING;
      signal_wb_turn = FLASHING;
      signal_eb = FLASHING;
      signal_eb_turn = FLASHING;
      ped_signal_ns = FLASHING;
      ped_signal_ew = FLASHING;
      ns = (timer == 'b1) ? SB_ALL_G : FLASHING_RED;
    end
    SB_ALL_G: begin
      signal_sb = GREEN;
      signal_sb_turn = GREEN;
      ns = (timer == 'b1) ? SB_TURN_Y : SB_ALL_G;
    end
    SB_TURN_Y: begin
      signal_sb = GREEN;
      signal_sb_turn = YELLOW;
      ns = (timer == 'b1) ? NS_THROUGH_G : SB_TURN_Y;
    end
    NS_THROUGH_G: begin
      signal_sb = GREEN;
      signal_nb = GREEN;
      ped_signal_ns = GREEN;
      ns = (timer == 'b1) ? NB_G_SB_Y : NS_THROUGH_G;
    end
    NB_G_SB_Y: begin
      signal_sb = YELLOW;
      signal_nb = GREEN;
      ns = (timer == 'b1) ? NB_ALL_G : NB_G_SB_Y;
    end
    NB_ALL_G: begin
      signal_nb = GREEN;
      signal_nb_turn = GREEN;
      ns = (timer == 'b1) ? NB_ALL_Y : NB_ALL_G;
    end
    NB_ALL_Y: begin
      signal_nb = YELLOW;
      signal_nb_turn = YELLOW;
      ns = (timer == 'b1) ? WB_ALL_G : NB_ALL_Y;
    end
    WB_ALL_G: begin
      signal_wb = GREEN;
      signal_wb_turn = GREEN;
      ns = (timer == 'b1) ? WB_TURN_Y : WB_ALL_G;
    end
    WB_TURN_Y: begin
      signal_wb = GREEN;
      signal_wb_turn = YELLOW;
      ns = (timer == 'b1) ? EW_THROUGH_G : WB_TURN_Y;
    end
    EW_THROUGH_G: begin
      signal_wb = GREEN;
      signal_eb = GREEN;
      ped_signal_ew = GREEN;
      ns = (timer == 'b1) ? EB_G_WB_Y : EW_THROUGH_G;
    end
    EB_G_WB_Y: begin
      signal_wb = YELLOW;
      signal_eb = GREEN;
      ns = (timer == 'b1) ? EB_ALL_G : EB_G_WB_Y;
    end
    EB_ALL_G: begin
      signal_eb = GREEN;
      signal_eb_turn = GREEN;
      ns = (timer == 'b1) ? EB_ALL_Y : EB_ALL_G;
    end
    EB_ALL_Y: begin
      signal_eb = YELLOW;
      signal_eb_turn = YELLOW;
      ns = (timer == 'b1) ? SB_ALL_G : EB_ALL_Y;
    end
    default: ns = FLASHING_RED;
  endcase
end
always_ff @(posedge clk or posedge reset) begin
  if (reset) begin
    cs <= FLASHING_RED;
    timer <= SIGNAL_DURATION_FLASHING;
  end
  else begin
    cs <= ns;
    if (timer == 'b1) begin
      case (cs)
        EB_ALL_Y: timer <= SIGNAL_DURATION_FLASHING;
        FLASHING_RED, NB_G_SB_Y, NB_ALL_Y, EB_G_WB_Y: timer <= SIGNAL_DURATION_GREEN;
        SB_ALL_G, NS_THROUGH_G, NB_ALL_G, WB_ALL_G, EW_THROUGH_G, EB_ALL_G: timer <= SIGNAL_DURATION_YELLOW;
        SB_TURN_Y, WB_TURN_Y:  timer <= SIGNAL_DURATION_PED_CROSSING;
        default: timer <= SIGNAL_DURATION_FLASHING;
      endcase
    end
    else begin
      timer <= timer - 1;
    end
  end
end
endmodule
### ./run.sh
#!/bin/bash
# OpenROAD 26Q1-2900-gdf79404cd8, Yosys 0.63+post, stock flow scripts
make -C /OpenROAD-flow-scripts/flow DESIGN_CONFIG=/design/flow/config.mk WORK_HOME=/design/flow/orfs finish
==> notes.md <==
This note records the results obtained with Yosys and OpenROAD.

Synth
The count of synthesis-stage warnings from yosys is 0. The synthesized design spends more area on one cell type than any other, namely sky130_fd_sc_hd__dfrtp_1. The cell total in the yosys stat output is around 100. In the synthesized netlist, the number of instances is 103. Sorting the synthesis cell report by count puts at the top sky130_fd_sc_hd__nand2_1. The count of flip-flops with a built-in enable after synthesis is 0.

The synthesized area per cell is about 8.3 µm². Yosys reports that the leading cell type by area covers between 20 and 30% of the netlist area. After synthesis, flip-flops and latches occupy a little over a third of the total area. Per the synthesis report, the number of distinct cell types is 31. By count the netlist is led by sky130_fd_sc_hd__nand2_1 (14), sky130_fd_sc_hd__dfrtp_1 (10), sky130_fd_sc_hd__nor2_1 (10). The number of synthesized register bits is 12.

The post-synthesis async set-or-reset flop share is ~100%. Looking at the cell usage after synthesis, the top flip-flop cell is sky130_fd_sc_hd__dfrtp_1. The mapped netlist covers approximately 860 µm².

Sorting the synthesized cells by area gives the leading types as sky130_fd_sc_hd__dfrtp_1 (29%), sky130_fd_sc_hd__mux2_2 (6.6%), sky130_fd_sc_hd__dfstp_2 (6.1%), sky130_fd_sc_hd__nand2_1 (6.1%), sky130_fd_sc_hd__nor2_1 (4.4%). The area recorded from the Yosys report for this design is 856 µm².

Critical path
The worst setup slack for register-to-register paths is ~1100 ps. For reference, the critical path cell chain is nand2b_1, or2_2, o21ai_0, clkdlybuf4s50_1. The critical-path maximum fanout is 14.

In the setup report, the worst path falls into the class flop to output port. The kind of cell adding the most delay to the critical path is simple AND/OR/NAND/NOR gates. The slowest stage cell on the critical path is sky130_fd_sc_hd__dfrtp_1.

Per STA, the startpoint of the critical path is cs[3]$_DFF_PP0_. The critical register-to-register path startpoint is timer[1]$_DFF_PP0_. The maximum single-stage delay on the critical path is between 500 and 600 ps.

The critical path capture point type is an output port. For the worst setup path, the data arrival time is about 2000 ps. The critical path data required time is between 2000 and 2500 ps.

The buffer-and-inverter tally for the worst setup path is 1. STA classifies the critical path startpoint as a flop.

Timing
Max-slew check failures listed in the final report amount to 0. The final hold violation count is 0. The actual transition at the worst max-transition pin is 649 ps. The final-layout worst hold slack is between 500 and 600 ps. The routed design could run at a clock period as short as about 2600 ps. Setup repair after global routing left no endpoint under its margin. Across all checked pins, the minimum headroom to the slew limit is roughly 56%.

Setup violations remaining at the end of the flow were counted as 0. For this run, the top clock speed supported by timing is just under 400 MHz. The final layout reports a setup TNS of 0 ps.

The part of the cycle the worst path needs is a little under nine tenths. The final setup skew is 7.16 ps.

GRT
Entering global routing, the biggest net connects 17 pins. The via count of the first global-routing pass was 695. The initial antenna violation count is 0. The first-pass GRT wire length is approximately 3300 µm. The remaining global-route overflow is 0. Global routing used a little over 5% of the available tracks across all layers.

Floorplan
The vertical extent of the die is around 87 µm. The initialized floorplan defines 24 standard-cell rows. The floorplan step defined a die boundary enclosing between 0.007 and 0.008 mm². The floorplan utilization is 19.7%. The floorplan report gives the top-level pin count as 22. Measured along the x axis, the die boundary spans about 87 µm.

The area of the core region is between 0.004 and 0.005 mm².

Finish
The final layout report lists a filler cell count of 462. The relative area change from synthesis to final layout is 34.2%. Cells fill about a quarter of the core in the end. In the final layout, the share of cells above drive strength 1 is 10.6%. The multi-input logic area is roughly 500 µm². The area used by sequential logic in the layout is a little over 300 µm².

Drt
The violation count after the first detailed-routing iteration is around 46. The final layout contains routed wiring with a total length of between 2000 and 2500 µm. The DRC violation total left in the routed layout is recorded as 0. The vias after detailed routing is 779. The count of nets left with antenna violations once routing finished came out at 0. In the log, the iteration count for the first detailed-route pass is 4. The total antenna diodes in the routed design is 0. For this run, the detailed router reports a per-instance via density of ~4.5. After detailed routing, the average wire length per cell comes to roughly 12 µm.

Worst hold path
The start point of the worst hold path is timer[7]$_DFF_PP0_. STA reports the tightest min-delay check as being of type flop to flop.

Power and ir drop
Summed over all cells, the static leakage comes to around 0.48 nW. The worst VDD IR drop from the latest analysis is between 150 and 200 µV. The total power per unit cell area is 273 mW/mm².

CTS
The report puts the hold buffer count at CTS at 0. The longest clock path from root to sink contains 2 buffers. TritonCTS built the clock tree.

Looking at the worst setup and hold paths, the clock pins of their registers show a slew of roughly 50 ps. Looking at the clock tree report, the H-tree level count equals 1. The number of clock buffers added by TritonCTS is 3.

Buffers added to address setup during post-CTS repair amount to 0. Per the CTS log, the root buffer master is sky130_fd_sc_hd__clkbuf_8. The skew report gives the latency at the later pin of the worst-skew pair as between 200 and 250 ps.

The number of sinks driven by the clock tree is 12. Once the clock tree was built, the resizer swapped 0 gates to a different size.

Placement
Buffers placed on the I/O ports in this run total 21. Routability-driven placement finished with a final weighted congestion of 0.794. The sum of net half-perimeters after detailed placement is 1560 µm.

Outcome
The flow ran to the end, and the final reports show no timing, DRC or antenna violations.

Job
The max-capacitance violation count is 0. The logs give a warning total of 26.
[path summary, 6_finish.rpt]
path / to / depth (start not counted)
min in group asynchronous: timer[6]$_DFF_PP0_ / 2
hold reg to reg: timer[7]$_DFF_PP0_ / 1
setup / recovery: signal_wb[1] / 4
setup reg to reg: timer[4]$_DFF_PP1_ / 5
hold / removal: timer[7]$_DFF_PP0_ / 1
max in group asynchronous: timer[2]$_DFF_PP1_ / 2
[kinds of logic after synthesis]
| family | synth area share [%] |
|---|---|
| buffers and inverters | 6.29 |
| and+or+nand+nor | 28.9 |
| DFF | 35.4 |
| adders and majority gates | 2.92 |
| muxes | 8.92 |
| AOI/OAI and AO/OA | 11.4 |
| xor gates and xnor gates | 6.14 |
[power breakdown]
group          leakage (nW)  switching [W]  internal, W
combinational         0.304     0.00000327   0.00000121
sequential            0.152              0     0.000162
clock                0.0228      0.0000536    0.0000931
[layout make-up]
| class | count | area share, % |
|---|---|---|
| Multi-Input combinational cell | 79 | 43.5 |
| Sequential cell | 12 | 26.4 |
| Timing Repair Buffer | 21 | 18.3 |
| Tap cell | 52 | 5.66 |
| Clock buffer | 4 | 3.92 |
| Inverter | 7 | 2.29 |
[routing by layer]
| layer | up-vias | GRT usage, % | wire [µm] |
|---|---|---|---|
| met3 | 2 | 1.70 | 98 |
| met4 | 0 | 0.736 | 38 |
| met2 | 13 | 7.99 | 996 |
| li1 | 398 | - | - |
| met1 | 366 | 7.04 | 893 |
| met5 | - | 0 | 0 |
[sequential cells by signal, summed over array words and instances (netlist names)]
register	flops
cs	4
timer	8
[cell usage in the layout (no fill, tap or decap), drive strengths merged, types with 4 or more instances in the layout]
cell type      count
clkdlybuf4s50     21
nand2             14
nor2              10
dfrtp             10
inv                7
nor3               6
nand3              5
mux2               5
o21ai              4
xnor2              4
clkbuf             4
[metrics by stage]
step | power (W) | setup slack (ps) | std cells | area [µm²]
5_1_grt | 0.000328 | 278 | 175 | 1150
3_5_place_dp | 0.000170 | 664 | 171 | 1100
2_1_floorplan | 0.000167 | 1220 | 103 | 856
4_1_cts | 0.000322 | 408 | 175 | 1150
6_report | 0.000313 | 411 | 175 | 1150
3_3_place_gp | 0.000170 | 681 | 171 | 1100
Power and IR drop assume default switching activity.
