### flow/design.v
package traffic_signal_colors_pkg;
  typedef enum logic [1:0] {FLASHING, RED, YELLOW, GREEN} color_e;
endpackage
module alu(
  input [2:0] s,  
  input [3:0] a, b,
  input cin,
  output reg [3:0] y
);
always @(*) begin
  case (s)
    3'b000: y = a + b + cin;  
    3'b001: y = a + ~b + cin;  
    3'b010: y = b;  
    3'b011: y = a;  
    3'b100: y = a & b;  
    3'b101: y = a | b;  
    3'b110: y = ~a;  
    3'b111: y = a ^ b;  
    default: y = 4'b0;
  endcase
end
endmodule
module datapath(
  input logic clk, clr_i, cin_i,  
  input logic [3:0] m_i [2:0],  
  input logic [3:0] ce_i,  
  input logic [2:0] w_i,  
  input logic [1:0] sel_i,  
  input logic [2:0] s_i,  
  output logic [3:0] r_q [2:0]  
);
logic [3:0] y_d [3:0];
logic [3:0] b_io, a_q;
mux4_2to1 mux0(.s(w_i[0]), .d0(m_i[0]), .d1(a_q), .y(y_d[0]));
mux4_2to1 mux1(.s(w_i[1]), .d0(m_i[1]), .d1(a_q), .y(y_d[1]));
mux4_2to1 mux2(.s(w_i[2]), .d0(m_i[2]), .d1(a_q), .y(y_d[2]));
dff4_ce dff0(.clk(clk), .clr(clr_i), .ce(ce_i[0]), .d(y_d[0]), .q(r_q[0]));
dff4_ce dff1(.clk(clk), .clr(clr_i), .ce(ce_i[1]), .d(y_d[1]), .q(r_q[1]));
dff4_ce dff2(.clk(clk), .clr(clr_i), .ce(ce_i[2]), .d(y_d[2]), .q(r_q[2]));
mux4_4to1 mux3(.s(sel_i), .d0(r_q[0]), .d1(r_q[1]), .d2(r_q[2]), .d3(4'b0 ), .y(b_io));
alu alu(.s(s_i), .a(a_q), .b(b_io), .cin(cin_i), .y(y_d[3]));
dff4_ce dff3(.clk(clk), .clr(clr_i), .ce(ce_i[3]), .d(y_d[3]), .q(a_q));
endmodule
module dff4_ce(
  input clk, clr, ce,  
  input [3:0] d,  
  output reg [3:0] q  
);
always @(posedge clk or posedge clr) begin  
  if (clr)
    q <= 4'b0;
  else if (ce)  
    q <= d;
end
endmodule
module fsm(
  input logic clk, reset,  
  output logic clr_o,  
  output logic [3:0] ce_o,  
  output logic [2:0] w_o,  
  output logic [1:0] sel_o,  
  output logic [2:0] s_o  
);
typedef enum logic [2:0] {
  CLEAR,  
  IDLE,  
  OP_MOVM,
  OP_MOV_A_R0,
  OP_SBC_R1,
  OP_MOV_R2_A
} state_e;
state_e cs, ns;  
always_comb begin
  case (cs)
    CLEAR: begin
      ns = OP_MOVM;  
    end
    IDLE: begin
      ns = IDLE;  
    end
    OP_MOVM: begin
      ns = OP_MOV_A_R0;  
    end
    OP_MOV_A_R0: begin
      ns = OP_SBC_R1;  
    end
    OP_SBC_R1: begin
      ns = OP_MOV_R2_A;  
    end
    OP_MOV_R2_A: begin
      ns = IDLE;  
    end
    default: ns = CLEAR;
  endcase
end
always_comb begin
  case (cs)
    CLEAR: begin
      clr_o = 1'b1;
      ce_o = 4'b0000;
      w_o = 3'b000;
      sel_o = 2'b00;
      s_o = 3'b000;
    end
    IDLE: begin
      clr_o = 1'b0;
      ce_o = 4'b0000;
      w_o = 3'b000;
      sel_o = 2'b00;
      s_o = 3'b000;
    end
    OP_MOVM: begin
      clr_o = 1'b0;
      ce_o = 4'b0111;  
      w_o = 3'b000;  
      sel_o = 2'b00;
      s_o = 3'b000;
    end
    OP_MOV_A_R0: begin
      clr_o = 1'b0;
      ce_o = 4'b1000;  
      sel_o = 2'b00;  
      s_o = 3'b010;  
      w_o = 3'b000;
    end
    OP_SBC_R1: begin
      clr_o = 1'b0;
      ce_o = 4'b1000;  
      sel_o = 2'b01;  
      s_o = 3'b001;  
      w_o = 3'b000;
    end
    OP_MOV_R2_A: begin
      clr_o = 1'b0;
      ce_o = 4'b0100;  
      w_o = 3'b100;  
      sel_o = 2'b00;
      s_o = 3'b000;
    end
    default: begin
      clr_o = 1'b1;
      ce_o = 4'b0000;
      w_o = 3'b000;
      sel_o = 2'b00;
      s_o = 3'b000;
    end
  endcase
end
always_ff @(negedge clk or posedge reset) begin
  if (reset)
    cs <= CLEAR;
  else
    cs <= ns;
end
endmodule
module hex_7seg_decoder_anode(
  input logic dp,  
  input logic [3:0] hex_i,  
  output logic [7:0] seg_o  
);
always_comb begin
  case (hex_i)
    4'b0000: seg_o = {~dp, 7'b1000000};  
    4'b0001: seg_o = {~dp, 7'b1111001};  
    4'b0010: seg_o = {~dp, 7'b0100100};  
    4'b0011: seg_o = {~dp, 7'b0110000};  
    4'b0100: seg_o = {~dp, 7'b0011001};  
    4'b0101: seg_o = {~dp, 7'b0010010};  
    4'b0110: seg_o = {~dp, 7'b0000010};  
    4'b0111: seg_o = {~dp, 7'b1111000};  
    4'b1000: seg_o = {~dp, 7'b0000000};  
    4'b1001: seg_o = {~dp, 7'b0010000};  
    4'b1010: seg_o = {~dp, 7'b0001000};  
    4'b1011: seg_o = {~dp, 7'b0000011};  
    4'b1100: seg_o = {~dp, 7'b1000110};  
    4'b1101: seg_o = {~dp, 7'b0100001};  
    4'b1110: seg_o = {~dp, 7'b0000110};  
    4'b1111: seg_o = {~dp, 7'b0001110};  
    default: seg_o = 8'b11111111;        
  endcase
end
endmodule
module mpu(
  input logic clk, reset, cin_i,  
  input logic [3:0] m_i [2:0],  
  output logic [3:0] r_q [2:0]  
);
logic clr_io;  
logic [3:0] ce_io;  
logic [2:0] w_io;  
logic [1:0] sel_io;  
logic [2:0] s_io;  
datapath datapath(.clk(clk), .clr_i(clr_io), .cin_i(cin_i), .m_i(m_i), .ce_i(ce_io), .w_i(w_io), .sel_i(sel_io), .s_i(s_io), .r_q(r_q));
fsm fsm(.clk(clk), .reset(reset), .clr_o(clr_io), .ce_o(ce_io), .w_o(w_io), .sel_o(sel_io), .s_o(s_io));
endmodule
module mux4_2to1(
  input s,
  input [3:0] d0, d1,
  output [3:0] y
);
assign y = s ? d1 : d0;
endmodule
module mux4_4to1(
  input [1:0] s,
  input [3:0] d0, d1, d2, d3,
  output [3:0] y
);
assign y = s[1] ? (s[0] ? d3 : d2) : (s[0] ? d1 : d0);
endmodule
module top(
  input logic clk, reset_n, cin_i,  
  input logic [3:0] m_i [2:0],  
  output logic [7:0] seg_o [5:0]  
);
logic [3:0] r_q [2:0];  
mpu mpu (
  .clk(clk),
  .reset(~reset_n),  
  .cin_i(cin_i),
  .m_i('{m_i[2], m_i[1], m_i[0]}),  
  .r_q(r_q)
);
hex_7seg_decoder_anode seg0(.dp(1'b0), .hex_i(m_i[0]), .seg_o(seg_o[0]));
hex_7seg_decoder_anode seg1(.dp(1'b0), .hex_i(m_i[1]), .seg_o(seg_o[1]));
hex_7seg_decoder_anode seg2(.dp(1'b0), .hex_i(m_i[2]), .seg_o(seg_o[2]));
hex_7seg_decoder_anode seg3(.dp(1'b0), .hex_i(r_q[0]), .seg_o(seg_o[3]));
hex_7seg_decoder_anode seg4(.dp(1'b0), .hex_i(r_q[1]), .seg_o(seg_o[4]));
hex_7seg_decoder_anode seg5(.dp(1'b0), .hex_i(r_q[2]), .seg_o(seg_o[5]));
endmodule
### flow/run.sh
#!/bin/bash
# OpenROAD 26Q1-2900-gdf79404cd8, Yosys 0.63+post, stock flow scripts
make -C /OpenROAD-flow-scripts/flow DESIGN_CONFIG=/design/flow/config.mk WORK_HOME=/design/flow/orfs finish
### flow/config.mk
export PLATFORM = sky130hd
export DESIGN_NAME = top
export DESIGN_NICKNAME = top
export VERILOG_FILES = /design/flow/design.v
export SDC_FILE = /design/flow/constraint.sdc
export NUM_CORES = 4
export LEC_CHECK = 1
export CORE_UTILIZATION = 40
export SYNTH_HDL_FRONTEND = slang
### flow/constraint.sdc
current_design top

set clk_period 1.9
set clk_io_pct 0.2

create_clock -name clk0 -period $clk_period [get_ports {clk}]

set non_clock_inputs [all_inputs -no_clocks]
set_input_delay [expr $clk_period * $clk_io_pct] -clock clk0 $non_clock_inputs
set_output_delay [expr $clk_period * $clk_io_pct] -clock clk0 [all_outputs]
==> impl_metrics.json <==
{
  "cts_tree": "built",
  "die_h_um": 79.0,
  "drc": 0,
  "routed_wl_um": 6240,
  "routed-wl-met3_um": 259,
  "top_cells_by_area": "dfrtp_1, o21ai_0, mux2_2",
  "ys_cells": 316,
  "drtIter0Drc": 81,
  "ys_warn_count": 0,
  "via_count": 2590,
  "gp_congestion": 0.956,
  "cts_made_buffers": 3,
  "place_ws_ns": -1.27,
  "postSynthAreaPerCell_um2": 7.50,
  "fin_worst_skew_ns": 0.0484,
  "path_max_fanout": 3,
  "cp.arrival_ns": 3.27,
  "hold_path.class": "register to register",
  "drive_gt1_frac": 0.374,
  "setup.worst_path.start_class": "register",
  "mappedNetlistArea_um2": 2370,
  "die_area_um2": 6230,
  "path_clk_slew_ns": 0.08,
  "setup_viol": 32,
  "wl_met1_um": 2960,
  "area_growth_syn_to_layout_pct": 64.3,
  "peakVddDrop_uv": 498,
  "die_w_um": 79.0,
  "yosysUniqueCellTypes": 47,
  "violations": "setup timing",
  "comb_area_um2": 1830,
  "synth_seq_share": 0.233,
  "power_uw": 2560,
  "drv_cap": 0,
  "status": "complete, but fails checks",
  "diodes": 0,
  "top_layer": "met4",
  "warnings": 36,
  "clock-sinks": 22,
  "seq_area_um2": 552,
  "hold_viol": 0,
  "nFillCells": 458,
  "setup_ws_ns": -1.22,
  "port_buffers": 56,
  "cts_buffer_depth": 2,
  "worstSkewPairLatency_ns": 0.32,
  "wl_per_cell_um": 12.3,
  "grt_pass1_wl_um": 10700,
  "grt_pass1_vias": 2440,
  "p_per_area_nw_per_um2": 659,
  "synthCells": 316,
  "holdBufCountCts": 0,
  "leakage_uw": 0.00185,
  "grt_usage": 0.214,
  "ff2ff_setup_slack_ns": -1.22,
  "htreeDepth": 1,
  "synth_flops": 22,
  "finalMaxSlewViolations": 0,
  "fp_util": 0.422,
  "rsz0062_at_grt": "yes",
  "grt_overflow": 0,
  "row_count": 27,
  "synth_top_area_share": 0.169,
  "critPathKind": "register to register",
  "pin_count": 63,
  "core_um2": 5610,
  "grt_max_degree": 17,
  "ys_area_um2": 2370,
  "cts-root-buf": "clkbuf_8",
  "met2_length_um": 2970,
  "dr.pass1.iters": 4,
  "cp.required_ns": 2.05,
  "end_kind": "register",
  "yosysTopAreaCell": "dfrtp_1",
  "via_per_inst": 5.10,
  "hpwl_um": 4310,
  "antenna_found_initial": 0,
  "ant_nets": 0
}
[final timing paths]
| kind | startpoint | to | cells past startpoint |
|---|---|---|---|
| max reg2reg | mpu.fsm.cs[1]$_DFF_NN0_ | mpu.datapath.dff3.q[1]$_DFFE_PN0P_ | 7 |
| min | mpu.fsm.cs[3]$_DFF_NN0_ | mpu.fsm.cs[3]$_DFF_NN0_ | 1 |
| max in group asynchronous | mpu.fsm.cs[1]$_DFF_NN0_ | mpu.datapath.dff1.q[1]$_DFFE_PN0P_ | 5 |
| max | mpu.fsm.cs[1]$_DFF_NN0_ | mpu.datapath.dff3.q[1]$_DFFE_PN0P_ | 7 |
| min reg2reg | mpu.fsm.cs[3]$_DFF_NN0_ | mpu.fsm.cs[3]$_DFF_NN0_ | 1 |
| min in group asynchronous | reset_n | mpu.fsm.cs[2]$_DFF_NN0_ | 2 |
[cell type report]
class	count	share of cell area
Clock buffer	4	0.0170
Inverter	20	0.0193
Tap cell	72	0.0231
Sequential cell	22	0.142
Timing Repair Buffer	145	0.328
Clock inverter	1	0.000964
Multi-Input combinational cell	244	0.470
[sequential cells by signal, indices dropped and copies added, names as in the netlist]
signal,cells
mpu.fsm.cs,6
mpu.datapath.dff0.q,4
mpu.datapath.dff1.q,4
mpu.datapath.dff2.q,4
mpu.datapath.dff3.q,4
[layout by cell type (no fill, tap or decap), types with 8 or more instances in the layout]
| master | count |
|---|---|
| nor2_1 | 19 |
| dfrtp_1 | 16 |
| nor2_4 | 9 |
| clkdlybuf4s50_1 | 30 |
| dlygate4sd2_1 | 11 |
| nand2_1 | 28 |
| buf_6 | 11 |
| mux2i_1 | 8 |
| mux2_4 | 9 |
| inv_1 | 17 |
| a21oi_1 | 21 |
| o21ai_0 | 16 |
| buf_4 | 72 |
| o21ai_1 | 19 |
| buf_2 | 11 |
[critical path, stage by stage (launching register included)]
cell,delay [ns]
dfrtn_1,0.43
mux2_4,0.34
fa_2,0.35
fa_1,0.49
inv_1,0.05
a221oi_2,0.22
a211o_1,0.12
o21ai_1,0.05
[cells by family after synthesis]
kind of cell | Yosys count | synth area share
xor gates and xnor gates | 10 | 0.0401
other | 2 | 0.00317
muxes | 22 | 0.105
AOI/OAI and AO/OA | 96 | 0.246
and+or+nand+nor | 95 | 0.183
buffers and inverters | 55 | 0.104
adders and majority gates | 14 | 0.0856
DFF | 22 | 0.233
[per-stage QoR]
step	utilization	instance area [um2]	cells	hold WS, ns	setup TNS, ns
floorplan	-	2440	321	0.328	-7.69
global placement	0.610	3420	479	0.389	-14.01
detailed placement	0.610	3420	479	0.391	-14.17
CTS	0.674	3780	502	0.391	-9.03
global route	0.694	3890	508	0.416	-12.05
finish	0.694	3890	508	0.394	-8.95
[repair_timing]
| item | in CTS | in global routing |
|---|---|---|
| endpoints found under the setup margin | 56 | 58 |
| buffers inserted | 15 | 5 |
| resized | 119 | 28 |
| cloned | 4 | 1 |
| hold endpoints to repair | 0 | 0 |
| pin swaps | 15 | 8 |
[where the power goes]
group	switching (uW)	internal [uW]	total (uW)
registers	136	547	683
logic	595	902	1500
clock network	153	231	384
[synthesized netlist by cell type (all sizes together)]
master / n
o32ai: 6
a21oi: 22
o2bb2ai: 1
and3: 1
buf: 16
a31oi: 1
xor2: 5
inv: 21
ha: 9
nor3: 3
nor2b: 6
clkbuf: 18
a41oi: 1
a31o: 1
a211o: 1
nand2b: 9
a21o: 5
nor4: 1
o21ai: 37
a21boi: 5
fa: 4
o31ai: 2
or4: 1
o21bai: 4
dfstp: 1
nand2: 32
mux2i: 10
conb: 2
o31a: 2
a211oi: 1
dfrtn: 5
o22ai: 5
mux2: 12
nor3b: 4
nand3: 6
or2: 2
maj3: 1
xnor2: 5
a221oi: 2
nor2: 30
dfrtp: 16
[metal layers]
metal | vias up | track usage
met5 | - | 0
met3 | 6 | 0.0292
met2 | 62 | 0.378
met1 | 1207 | 0.293
li1 | 1315 | -
met4 | 0 | 0.0200
Power is estimated from default activity; no workload was simulated.
